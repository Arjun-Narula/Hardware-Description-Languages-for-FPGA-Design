$ cat flow/design.v
module FIFO8x9(
  input clk, rst,
  input RdPtrClr, WrPtrClr, 
  input RdInc, WrInc,
  input [8:0] DataIn,
  output reg [8:0] DataOut,
  input rden, wren);
	reg [8:0] fifo_array[7:0];
	reg [7:0] wrptr, rdptr;
	wire [7:0] wr_cnt, rd_cnt;
always @( posedge clk ) 
begin: write
 if(wren && rden) 
fifo_array[wrptr] <= DataIn;
wrptr<=wrptr+WrInc;
end
always @( posedge clk ) 
begin: read
if(rden && wren ) 
  DataOut <= fifo_array[rdptr];
rdptr<=rdptr+RdInc;
end
always @( posedge clk ) 
begin: pointer
  if( rst ) 
  begin 
    wrptr <= 0; 
    rdptr <= 0;
  end 
  else 
  begin
if(RdPtrClr)
    rdptr<=00000000;
if(WrPtrClr)
wrptr<=00000000;
  end 
end
endmodule 
$ cat flow/run.sh
#!/bin/bash
# OpenROAD 26Q1-2900-gdf79404cd8, Yosys 0.63+post, stock flow scripts
make -C /OpenROAD-flow-scripts/flow DESIGN_CONFIG=/design/flow/config.mk WORK_HOME=/design/flow/orfs finish
$ cat flow/config.mk
export PLATFORM = sky130hd
export DESIGN_NAME = FIFO8x9
export DESIGN_NICKNAME = FIFO8x9
export VERILOG_FILES = /design/flow/design.v
export SDC_FILE = /design/flow/constraint.sdc
export NUM_CORES = 4
export LEC_CHECK = 1
export CORE_AREA = 10 10 70 70
export DIE_AREA = 0 0 80 80
$ cat flow/constraint.sdc
current_design FIFO8x9

set clk_period 2.0
set clk_io_pct 0.2

create_clock -name clk0 -period $clk_period [get_ports {clk}]

set non_clock_inputs [all_inputs -no_clocks]
set_input_delay [expr $clk_period * $clk_io_pct] -clock clk0 $non_clock_inputs
set_output_delay [expr $clk_period * $clk_io_pct] -clock clk0 [all_outputs]
==> CHANGELOG.md <==
## Implementation

* Outcome: completed
* Resize count post-CTS at 0
* Layout cell share with drive strength beyond 1 at 9.09%
* Worst Setup Start Kind: flop
* Drt drc at 0
* Comb pwr share at under 10%
* Chip area at between 6000 and 7000 µm²
* Final Hold Vio Count at 0
* Tmin final at 1490 ps
* Final worst setup slack at between 500 and 600 ps
* Flops out of synthesis at 18
* Max-cap violations at 0
* Critical Path RT at approximately 1600 ps
* Die extent in x at 80 µm
* Filler cells at about 360
* RSZ-0062 raised after global routing: false
* Slew at the pin closest to its max-slew limit at 205 ps
* Cells after synthesis at 19
* Final Cycle Share at 74.4%
* First-pass GRT wire length at between 1000 and 1500 µm
* Relative slew slack at between 80% and 90%
* Tool Warnings at 30
* Vias per cell at approximately 2.8
* Initial antenna violation count at 0
* Post-Route Setup TNS at 0 ps
* Sequential fraction of design power at between 60% and 70%
* Fp_density at around 16%
* CP Capture Type: output port
* GPL Wtd Cong at roughly 0.67
* Worst skew pair latency at between 200 and 300 ps
* Setup CP Type: flop to output port
* Clock power share at 25.7%
* Final Skew at around 0.88 ps
* Final antenna-violating net count at 0
* Sequential area share after synthesis at 98.9%
* Wirelength, routed at 842 µm
* Gate Area at roughly 6.3 µm²
* Synthesis area per yosys at between 500 and 600 µm²
* Inserted Diodes at 0
* Fmax at about 0.67 GHz
* Yosys Warn Count at 33
* Critical path arrival at roughly 1100 ps
* Sinks on Clock Net at 18
* Largest net degree at the start of global routing at 19
* Net Sw Frac at between 15 and 20%
* Hold/Removal Path Class: flop to flop
* Vias in the first global route at between 200 and 300
* First-pass DRT Iterations at 2
* Vias at ~250
* Row cnt at 21
* CTS Buffer Depth at 2
* Peak supply drop at 0.183 mV
* I/O pins at 26
* Avg Cell Area, Syn at roughly 29 µm²
* Buffer-and-inverter tally for the worst setup path at 1
* CP top delay family: buffers and inverters
* Yosys cell count at 19
* CP max stage delay at around 470 ps
* CP max stage cell: clkdlybuf4s50_1
* Remaining global-route overflow at 0
* Flop area at 541 µm²
* Commonest Layout Cell: clkdlybuf4s50_1
* Root Buffer: clkbuf_4
* Top Layout Cells: 20 x clkdlybuf4s50_1, 18 x edfxtp_1, 3 x clkbuf_4
* CTS Buf Count at 3
* Final setup violation count at 0
* Lkg Pwr at 0.270 nW
* Die Y at 80 µm
* Crit path max fanout at 1
* Post-CTS Hold Buffers at 0
* CTS tree: yes
* Syn Std Cell Area at between 500 and 600 µm²
* Avg WL per Cell at slightly above 9 µm
* Post-placement setup slack at between 400 and 500 ps
* IO Port Bufs at 20
* Slew Viols, Final at 0
* Total track usage at ~2.7%
* Power Density at ~770 nW/µm²
* Setup Fix Bufs, Post-CTS at 0
* Layout area overhead at 53.3%
* H-tree levels at 1
* Initial drt markers at 3
* CORE AREA at around 3400 µm²
* Crit path cell chain: clkdlybuf4s50_1
* Cell Type Count at 2
* Reg clk slew, reported paths at around 80 ps
* Cell-internal power at about 0.54 mW
* NetSw at approximately 0.11 mW
stage by stage:
stage                     power (mW)  cell area [µm²]  utilization [%]  hold WS, ps  std cells
after floorplan                0.453              547                -          400         19
after detailed placement       0.489              812             23.8          406         86
after global placement         0.488              812             23.8          405         86
after global routing           0.689              838             24.5          435         90
after CTS                      0.654              838             24.5          427         90
final                          0.644              838             24.5          424         90
state kept, by name (all words and copies together), names as in the netlist:
| register | flops |
|---|---|
| fifo_array | 9 |
| DataOut | 9 |
logic make-up (layout without fill, tap and decap cells):
kind of cell,after synthesis,in the layout,synth area share (%)
and+or+nand+nor,1,1,1.14
DFF,18,18,98.9
buffers and inverters,0,25,0
power by group through the flow:
stage     logic (mW)  registers [mW]  clock network, mW
4_1_cts       0.0390           0.441              0.174
5_1_grt       0.0412           0.443              0.205
6_report      0.0380           0.441              0.165
synth_stat cells:
master,count,area (µm²)
and2_1,1,6.26
edfxtp_1,18,541
layout make-up:
| class | instances | share of cell area (%) |
|---|---|---|
| sequential | 18 | 64.5 |
| timing repair buffer | 21 | 24.8 |
| tap | 46 | 6.87 |
| clock buffer | 3 | 2.69 |
| multi-input combinational | 1 | 0.746 |
| clock inverter | 1 | 0.448 |
routing by layer:
| metal | routed length [µm] | up-vias | share of wire [%] | track usage [%] |
|---|---|---|---|---|
| met5 | 0 | - | 0 | 0 |
| met4 | 22 | 0 | 2.6 | 0.880 |
| met3 | 236 | 3 | 28 | 3.52 |
| met2 | 228 | 25 | 27 | 2.41 |
| met1 | 355 | 96 | 42 | 3.47 |
| li1 | - | 126 | - | - |
worst paths after layout:
path                                    to              from  slack, ps  cells past startpoint
worst max register to register  DataOut[6]  fifo_array[0][6]       1380                      0
worst min-delay path            DataOut[0]  fifo_array[0][0]        420                      0
worst min register to register  DataOut[0]  fifo_array[0][0]        420                      0
worst max-delay path            DataOut[3]        DataOut[3]        510                      1
Power is estimated from default activity; no workload was simulated.
