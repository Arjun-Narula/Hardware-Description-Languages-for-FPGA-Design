==> flow/run.sh <==
#!/bin/bash
# OpenROAD 26Q1-2900-gdf79404cd8, Yosys 0.63+post, stock flow scripts
make -C /OpenROAD-flow-scripts/flow DESIGN_CONFIG=/design/flow/config.mk WORK_HOME=/design/flow/orfs finish
==> flow/design.v <==
module ALU ( 
  input [2:0] Op_code,
  input [31:0] A, B,
  output reg [31:0] Y);
always@(*)
begin
case(Op_code)
3'b000 : Y = A;
3'b001 : Y = A+B;
3'b010 : Y = A-B;
3'b011 : Y = (A & B);
3'b100 : Y = (A |B);
3'b101 : Y = A+1;
3'b110 : Y = A-1;
3'b111 : Y = B;
default: Y = 0000_0000_0000_0000_0000_0000_0000_0000;
endcase
end
endmodule
==> flow/config.mk <==
export PLATFORM = sky130hd
export DESIGN_NAME = ALU
export DESIGN_NICKNAME = ALU
export VERILOG_FILES = /design/flow/design.v
export SDC_FILE = /design/flow/constraint.sdc
export NUM_CORES = 4
export LEC_CHECK = 1
export CORE_UTILIZATION = 30
==> flow/constraint.sdc <==
current_design ALU

set clk_period 35.0
set clk_io_pct 0.2

create_clock -name clk0 -period $clk_period

set non_clock_inputs [all_inputs -no_clocks]
set_input_delay [expr $clk_period * $clk_io_pct] -clock clk0 $non_clock_inputs
set_output_delay [expr $clk_period * $clk_io_pct] -clock clk0 [all_outputs]
==> GITHUB_STEP_SUMMARY <==
### Yosys + OpenROAD results

| Metric | Value |
|---|---|
| Fin. Hold Viols | `0` |
| Post-route cell area | `4630 µm²` |
| Finished Layout Cells | `750` |
| Fp util | `30.8%` |
| Core Region | `11,500 µm²` |
| Tcrit/Tclk final | `56.4%` |
| Routed WL | `13,200 µm` |
| RSZ-0062 raised after global routing | `no` |
| Sw Share | `49.4%` |
| I/O Buffers | `99` |
| Distinct lib cells used | `69` |
| Top cells by count | `nand2_1, a21oi_1, o21ai_0` |
| Drt drc | `0` |
| Vias in the first global route | `4,022` |
| Critical path arrival | `12.74 ns` |
| Status | `finished, final reports clean` |
| Fmax | `50.7 MHz` |
| Sum Neg Setup Slack | `0 ns` |
| Actual slew at the worst max-slew pin | `0.846 ns` |
| Final setup vio count | `0` |
| Synth Instances | `534` |
| Startpoint Class | `input port` |
| Hold Crit Class | `in -> out` |
| GP Congestion | `1.02` |
| Power Density | `20.0 nW/µm²` |
| Max_cap viols | `0` |
| CTS resizes | `0` |
| Chip height | `111 µm` |
| Clkbuf count | `0` |
| Critical path class | `in -> out` |
| Min Tclk post-route | `19.74 ns` |
| Cell row count | `39` |
| Power Internal | `0.0000469 W` |
| Mean area per synthesized cell | `6.62 µm²` |
| Reg area | `0 µm²` |
| Top-area cell share | `11.3%` |
| Area growth from synthesis to final layout | `31.0%` |
| Tool Warnings | `32` |
| Reg power frac | `0%` |
| Yosys Instances | `534` |
| DR iter-0 viols | `304` |
| Drt first pass iters | `5` |
| Via count | `4,367` |
| Cell type with the largest total area | `ha_1` |
| Flops | `0` |
| Register area share after synthesis | `0%` |
| Antenna cells | `0` |
| ANT nets after route | `0` |
| Worst VDD drop | `0.00943 mV` |
| CP Max Fanout | `41` |
| Fraction of layout cells with a size suffix above 1 | `5.93%` |
| Top cells by area | `ha_1, xnor2_1, nand2_1` |
| HPWL after DPL | `10,400 µm` |
| Die W | `111 µm` |
| First-pass GRT wire length | `21,300 µm` |
| CP max-delay cell | `clkdlybuf4s50_1` |
| Fin. max-slew vios | `0` |
| Total net switching power | `0.0000458 W` |
| Combinational Power Share | `100.0%` |
| Initial antenna violation count | `0` |
| Cells along the critical path | `clkdlybuf4s50_1 > buf_4 > inv_1 > nand2_1 > buf_4 > nor2_2 > buf_4 > a221oi_1 > ha_1 > a211oi_1 > nor2_1 > o41a_1 > a221oi_1 > a21boi_0 > o21a_1 > o21ai_0 > mux2_2 > a221oi_1 > clkdlybuf4s50_1` |
| Placed Area | `4630 µm²` |
| Total grt overflow | `0` |
| Vias per cell | `5.82` |
| Leak Pwr | `1.75 nW` |
| Yosys Warn Count | `1` |
| Largest net degree at the start of global routing | `42` |
| I/O Pins | `99` |
| Slew HR | `42.2%` |
| Post-placement cell count | `750` |
| Count leader, synth | `nand2_1` |
| Die Area | `12,200 µm²` |
| Mapped Area | `3530 µm²` |
| Crit-path max cell delay | `0.51 ns` |
| Aggregate global-route resource usage | `21.6%` |
| Setup Fix Bufs, Post-CTS | `0` |
| Required time of the critical path | `28.00 ns` |
| Yosys stat chip area | `3530 µm²` |
| Clk pwr share | `0%` |
| Hold_buf cts | `0` |
| Crit. End Element | `output port` |
| Avg WL per Cell | `17.6 µm` |
[through the flow]
stage	power, W	utilization, %	worst slack [ns]	hold WS [ns]
after floorplan	0.0000544	-	17.01	14.06
after global placement	0.0000914	40.4	15.39	14.94
after detailed placement	0.0000914	40.4	15.32	14.93
after CTS	0.0000921	40.4	15.29	14.94
after global routing	0.000102	40.4	14.80	14.97
final	0.0000927	40.4	15.26	14.94
[area by class of cell]
cell class | count | area, µm²
Fill cell | 1137 | 6840
Multi-Input combinational cell | 480 | 3320
Timing Repair Buffer | 107 | 1050
Tap cell | 143 | 179
Inverter | 20 | 75.1
[cell families (layout without fill, tap and decap cells)]
group | after synthesis | count (layout) | share of synthesized area, %
adders and majority gates | 33 | 33 | 11.9
xor gates and xnor gates | 53 | 53 | 13.1
AOI/OAI and AO/OA | 211 | 211 | 41.0
muxes | 9 | 9 | 2.69
and+or+nand+nor | 174 | 174 | 25.3
buffers and inverters | 54 | 127 | 5.98
[placed cells by master (no fill, tap or decap), types with 3 or more instances in the layout]
cell type	Yosys	final
xor2_1	20	20
nor2_2	4	5
nand3_1	4	4
nand4_1	5	5
a21o_1	13	13
o21a_1	10	10
a22oi_1	7	7
a31o_2	3	3
and3_1	3	3
xnor2_1	33	33
a211oi_1	5	5
clkdlybuf4s50_1	0	99
a21boi_0	4	4
a221oi_1	31	31
nor2_1	30	29
mux2i_1	5	5
a311oi_1	4	4
buf_4	0	8
nor3_1	11	11
a221o_1	7	7
mux2_2	4	4
o21ai_0	42	42
inv_1	19	19
o211ai_1	3	3
a21oi_1	53	53
nor2b_1	3	3
o21bai_1	4	4
ha_1	32	32
or3_1	9	9
nand2_1	73	73
a31oi_1	3	3
o22ai_1	4	4
nand2b_1	6	6
[worst max-delay path: cells and delay by family]
kind,cells,cell delay (ns)
simple gates,3,0.44
mux,1,0.36
compound gates,8,2.38
fa+ha+maj,1,0.35
buf+inv,6,2.16
[path summary, 6_finish.rpt]
| check | end | startpoint | cells after the start |
|---|---|---|---|
| worst max-delay path | Y[23] | Op_code[0] | 19 |
| worst min-delay path | Y[4] | A[4] | 4 |
[power groups by stage]
stage	clock, W	sequential, W	combinational, W
finish	0	0	0.0000927
global route	0	0	0.000102
CTS	0	0	0.0000921
[metal layers]
layer	global-route usage, %	up-vias	routed length, µm
met4	2.22	0	107
met2	34.2	181	5910
met3	1.51	10	953
met1	33.1	1996	6250
met5	0	-	0
li1	-	2180	-
No activity file was given, so power comes from the tool's default toggle rates.
